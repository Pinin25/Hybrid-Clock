[design.v]
`timescale 1 ns / 1 ps
module vga_timing (
  output wire [10:0] vcount,
  output wire vsync,
  output wire vblnk,
  output wire [10:0] hcount,
  output wire hsync,
  output wire hblnk,
  input wire pclk
  );
  wire htc;  
  reg [10:0] hc = 0;
  always @(posedge pclk)
  begin
    if (htc) hc <= 0;
    else hc <= hc + 1;
  end
  assign htc = (hc == 1055);
  assign hsync = (hc >= 840) && (hc <= 967);
  assign hblnk = (hc >= 800) && (hc <= 1055);
  wire vtc;  
  reg [10:0] vc = 0;
  always @(posedge pclk)
  begin
    if (htc)
    begin
        if (vtc) vc <= 0;
        else vc <= vc + 1;
    end
  end
  assign vtc = (vc == 627);
  assign vsync = (vc >= 601) && (vc <= 604);
  assign vblnk = (vc >= 600) && (vc <= 627);
  assign vcount = vc;
  assign hcount = hc;
endmodule
[run.sh]
#!/bin/bash
# OpenROAD 26Q1-2900-gdf79404cd8, Yosys 0.63+post, stock flow scripts
make -C /OpenROAD-flow-scripts/flow DESIGN_CONFIG=/design/flow/config.mk WORK_HOME=/design/flow/orfs finish
[config.mk]
export PLATFORM = sky130hd
export DESIGN_NAME = vga_timing
export DESIGN_NICKNAME = vga_timing
export VERILOG_FILES = /design/flow/design.v
export SDC_FILE = /design/flow/constraint.sdc
export NUM_CORES = 4
export LEC_CHECK = 1
export CORE_AREA = 10 10 97 97
export DIE_AREA = 0 0 107 107
[constraint.sdc]
current_design vga_timing

set clk_period 2.1
set clk_io_pct 0.2

create_clock -name clk0 -period $clk_period [get_ports {pclk}]

set non_clock_inputs [all_inputs -no_clocks]
set_input_delay [expr $clk_period * $clk_io_pct] -clock clk0 $non_clock_inputs
set_output_delay [expr $clk_period * $clk_io_pct] -clock clk0 [all_outputs]
==> impl_metrics.tcl <==
# place-and-route summary
set metrics [dict create \
    gp_congestion 0.822 \
    critPathCaptureType "primary output" \
    drc_errors 0 \
    h-tree-depth 1 \
    cp.required_ps 1680 \
    max_freq_mhz 420 \
    ys.flop_type "edfxtp_1" \
    maxCapViolations 0 \
    path_class "register to primary output" \
    post-route-period-util 1.13 \
    grt_setup_unrepaired "yes" \
    drive_gt1_frac 0.275 \
    setup-violations-final 2 \
    dp.cells 264 \
    wl_microns 2810 \
    grt_use_met1 0.0686 \
    grt_max_degree 17 \
    ys_area_sq_um 1180 \
    fillerInstances 793 \
    dr.first_iter.drc_count 23 \
    crit_arrival_ps 1960 \
    slowest_stage "or4b_4" \
    grt_overflow 0 \
    dieArea_sq_um 11400 \
    busiest_layer "met2" \
    warning_count 31 \
    hp-class "register to register" \
    finClkSkew_ps 4.87 \
    via_per_inst 3.73 \
    numSynthFlops 22 \
    grt_use_total 0.0507 \
    die_h_microns 107 \
    power_mw 0.703 \
    cts-hold-fix-buffers 0 \
    cts_tree "yes" \
    antenna_found_initial 0 \
    port_buffers 26 \
    finalSetupTns_ps -525 \
    period_needed_ps 2380 \
    whs_ps 439 \
    crit_family "simple AND/OR/NAND/NOR gates" \
    use_met3 0.0255 \
    setup_slack_ps -281 \
    stdcell_count 270 \
    worstPathCellList "or4b_4 -> or4_4 -> a21oi_2 -> a2111oi_2 -> buf_2" \
    synth-edff-count 11 \
    cts_buffers 3 \
    clock-sinks 22 \
    dp_hpwl_microns 2150 \
    status "finished, violations left" \
    grt_pass1_wl_microns 4900 \
    wl_per_cell_microns 10.4 \
    violations "negative setup slack" \
    fin_util 0.252 \
    syn-cell-area_sq_um 1180 \
    clkTransAtPathRegs_ps 70 \
    ioPinCount 27 \
    cp_max_fo 3 \
    clk_latency_ps 260 \
    initCoreUtil 0.162 \
    rows 31 \
    vias 1006 \
    ant_nets 0 \
    grt_pass1_vias 1046 \
    relSlewSlack 0.646 \
    hold_viol_final 0 \
    ys_warn_count 1 \
    fp.dieW_microns 107 \
    start_kind "register" \
    power.leakage_nw 0.719 \
    post_dp_cell_area_sq_um 1740 \
    stdcell_area_sq_um 1840 \
    worst-path-buf-inv 1 \
    synthCells 116 \
    ir_worst_vdd_mv 0.222 \
    async_reset_ff_frac 0 \
    max_stage_delay_ps 580 \
    power.density_nw_per_um2 383 \
    yosysSeqAreaShare 0.465 \
    clk_path_buf_depth 2 \
    core_sq_um 7290 \
    slew_violations 0 \
    cts-root-buf "clkbuf_8" \
    ys_cells 116 \
    yosysUniqueCellTypes 35 \
    num_antenna_cells 0 \
    logic_area_sq_um 642 \
    dp_slack_ps -401 \
    seqCellArea_sq_um 557 \
    area_growth_pct 55.0 \
    tightest_slew_ps 526 \
    synthesis.area_per_instance_sq_um 10.2 \
    use_met2 0.0742 \
    firstDrtPassIters 3 \
]
layout make-up:
class | count | share of cell area
clock buffer | 4 | 0.0245
inverter | 8 | 0.0163
multi-input combinational | 86 | 0.349
sequential | 22 | 0.303
tap | 99 | 0.0674
timing repair buffer | 51 | 0.239
per-layer routing:
metal / vias up / share of wire
met5: - / 0
met3: 0 / 0.10
li1: 528 / -
met4: 0 / 0
met1: 449 / 0.51
met2: 29 / 0.38
sequential cells by signal, summed over array words and instances (netlist names):
name  count
hc       11
vc       11
cells by family (layout without fill, tap and decap cells):
family / count (synthesis) / in the layout / share of synthesized area
AND/OR/NAND/NOR: 52 / 52 / 0.259
flip-flops: 22 / 22 / 0.465
AND-OR/OR-AND: 14 / 14 / 0.0855
XOR/XNOR: 14 / 14 / 0.103
buffers and inverters: 8 / 63 / 0.0253
adder cells (fa/ha/maj): 5 / 5 / 0.0528
multiplexers: 1 / 1 / 0.00950
worst paths after layout:
kind / start / endpoint / slack, ps / cells past startpoint
min: hc[0]$_SDFF_PP0_ / hc[0]$_SDFF_PP0_ / 440 / 1
max: vc[10]$_SDFFCE_PP0P_ / vblnk / -280 / 5
max reg2reg: vc[10]$_SDFFCE_PP0P_ / vc[4]$_SDFFCE_PP0P_ / 170 / 6
min reg2reg: hc[0]$_SDFF_PP0_ / hc[0]$_SDFF_PP0_ / 440 / 1
synthesized netlist by cell type (all sizes together) (2+ instances only):
cell type  count  area, sq um
inv            8         30.0
edfxtp        11          330
nor4           2         27.5
xnor2          7         61.3
a2111oi        2         18.8
nor2          13         48.8
and3           3         18.8
nor3           7         35.0
nand2          5         18.8
nand3          4         20.0
ha             5         62.6
and4           2         18.8
xor2           7         61.3
nand4          4         25.0
nand4b         2         17.5
dfxtp         11          220
a21oi          6         33.8
nand2b         4         25.0
worst reg2reg max path: stages (launching register included):
cell	delay, ps
edfxtp_1	390
or4b_4	580
buf_4	160
buf_6	110
o31a_2	320
nor2_1	90
nor3_1	60
where the power goes:
group	internal, mW	leakage, nW	switching, mW	total [mW]
Combinational	0	0.478	0	0.000000478
Sequential	0.445	0.218	0	0.445
Clock	0.135	0.0228	0.123	0.258
Total	0.579	0.719	0.123	0.703
layout by cell type (no fill, tap or decap), drive strengths merged, types with 2 or more instances in the layout:
| cell type | n |
|---|---|
| nand2b | 4 |
| nand4b | 2 |
| nand2 | 5 |
| clkdlybuf4s50 | 22 |
| a21oi | 6 |
| dlygate4sd2 | 2 |
| xnor2 | 7 |
| xor2 | 7 |
| nand3 | 4 |
| nor4 | 2 |
| nand4 | 4 |
| clkbuf | 4 |
| ha | 5 |
| and4 | 2 |
| buf | 27 |
| inv | 8 |
| and3 | 3 |
| dfxtp | 11 |
| nor3 | 7 |
| edfxtp | 11 |
| a2111oi | 2 |
| nor2 | 13 |
timing repair:
action | CTS | global route
pin swaps | 4 | 1
resized | 19 | 1
endpoints found under the setup margin | 4 | 2
setup buffers | 1 | 1
No activity file was given, so power comes from the tool's default toggle rates.
