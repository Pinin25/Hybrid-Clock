[flow/config.mk]
export PLATFORM = sky130hd
export DESIGN_NAME = linedraw
export DESIGN_NICKNAME = linedraw
export VERILOG_FILES = /design/flow/design.v
export SDC_FILE = /design/flow/constraint.sdc
export NUM_CORES = 4
export LEC_CHECK = 1
export CORE_UTILIZATION = 30
[flow/constraint.sdc]
current_design linedraw

set clk_period 12.4
set clk_io_pct 0.2

create_clock -name clk0 -period $clk_period [get_ports {pclk}]

set non_clock_inputs [all_inputs -no_clocks]
set_input_delay [expr $clk_period * $clk_io_pct] -clock clk0 $non_clock_inputs
set_output_delay [expr $clk_period * $clk_io_pct] -clock clk0 [all_outputs]
[flow/design.v]
`timescale 1 ns / 1 ps
module linedraw (
  input wire go,
  output wire busy,
  input wire [7:0] stax,
  input wire [7:0] stay,
  input wire [7:0] endx,
  input wire [7:0] endy,
  output wire wr,
  output wire [15:0] addr,
  input wire pclk
  );
  parameter IDLE = 1'b0;
  parameter RUN = 1'b1;
  reg state;
  wire [7:0] x0, x1, y0, y1, x_next, y_next, xa, xb, ya, yb;
  wire signed [7:0] dx, dy; 
  reg [7:0] x, y;
  wire signed [8:0] e2, err1, err2, err_next;
  reg signed [8:0] err;
  wire right, down, in_loop, complete, e2_gt_dy, e2_lt_dx;
  always @(posedge pclk)
  begin
    case (state)
        IDLE :  state <= go? RUN : IDLE;
        RUN :   state <= complete? IDLE : RUN;
        default : state <= IDLE;
    endcase
  end
  assign in_loop = (state == RUN);
  assign x0 = stax;
  assign x1 = endx;
  assign right = (x1 > x0)? 1 : 0;
  assign dx = right? (x1-x0) : (x0-x1);
  assign y0 = stay;
  assign y1 = endy;
  assign down = (y1 > y0)? 1 : 0;
  assign dy = down? (y0-y1) : (y1-y0);
  assign e2 = err << 1;
  assign e2_lt_dx = (e2 < dx)? 1 : 0;
  assign e2_gt_dy = (e2 > dy)? 1 : 0;
  assign err1 = e2_gt_dy? (dy + err) : err;
  assign err2 = e2_lt_dx? (dx + err1) : err1;
  assign err_next = (in_loop)? err2 : (dx+dy);
  assign xa = (right)? (x+1) : (x-1);
  assign xb = (e2_gt_dy)? xa : x;
  assign x_next = (in_loop)? xb : x0;
  assign ya = (down)? (y+1) : (y-1);
  assign yb = (e2_lt_dx)? ya : y;
  assign y_next = (in_loop)? yb : y0;
  assign complete = ((x == x1) && (y == y1));
  always @(posedge pclk)
  begin
    err <= err_next;
    x <= x_next;
    y <= y_next;
  end
  assign busy = in_loop;
  assign wr = in_loop;
  assign addr = {y,x};
endmodule
[flow/run.sh]
#!/bin/bash
# OpenROAD 26Q1-2900-gdf79404cd8, Yosys 0.63+post, stock flow scripts
make -C /OpenROAD-flow-scripts/flow DESIGN_CONFIG=/design/flow/config.mk WORK_HOME=/design/flow/orfs finish
==> impl_metrics.env <==
# source this file to load flow results
export IMPL_status="complete, no violations"
export IMPL_synth_compound_gate_area_share=0.191
export IMPL_post_synth_fa_ha_maj_area_fraction=0.273
export IMPL_core_sq_um=13800
export IMPL_crit_path_top_delay_cell="or4_4"
export IMPL_area_leaders="ha_1 23%, edfxtp_1 11%, xnor2_1 9.1%"
export IMPL_post_dp_hpwl_um=8320
export IMPL_synth_warnings=1
export IMPL_number_of_remaining_drc_errors=0
export IMPL_cp_startpoint="endy[0]"
export IMPL_netSwitchingPower_uw=604
export IMPL_cell_internal_pwr_uw=747
export IMPL_tightest_slew_ns=0.597
export IMPL_die_width_um=121
export IMPL_layout_top_cell_excl_fill_tap="ha_1"
export IMPL_power_switching_share=0.447
export IMPL_final_cell_mix="77 x ha_1, 66 x inv_1, 51 x clkdlybuf4s50_1"
export IMPL_setup_total_negative_slack_ns=0
export IMPL_crit_required_ns=12.55
export IMPL_grtUsageMet2=0.226
export IMPL_synth_flop_count=25
export IMPL_maxCapViolCount=0
export IMPL_power_leakage_nw=2.34
export IMPL_globalRouteTotalUtil=0.145
export IMPL_synth_cellmix_xorXnorShare=0.128
export IMPL_grt_use_met1=0.219
export IMPL_grt_overflow=0
export IMPL_grt_pass1_vias=3314
export IMPL_vias=3470
export IMPL_synth_stat_cells=488
export IMPL_pins_over_slew_limit=0
export IMPL_hold_path_class="reg2reg"
export IMPL_pin_count=52
export IMPL_worst_setup_path_type="in2reg"
export IMPL_num_rows=43
export IMPL_simple_gate_area_frac=0.0934
export IMPL_layout_min_cycle_time_ns=8.70
export IMPL_diodes=0
export IMPL_relative_contribution_of_sequential_cells_to_total_power=0.174
export IMPL_worstSkewPairLatency_ns=0.27
export IMPL_postRouteWirelength_um=9970
export IMPL_areaGrowthSynthToFinish_pct=18.4
export IMPL_clock_skew_ns=0.00286
export IMPL_gr_met3_demand_resource=0.0303
export IMPL_power_frac_comb=0.767
export IMPL_timing_critical_path_fanout_max=9
export IMPL_overall_power_mw=1.35
export IMPL_setup_viol_count_final=0
export IMPL_max_slew_margin=0.599
export IMPL_netlist_instances=488
export IMPL_io_buffers=51
export IMPL_cts_made_buffers=3
export IMPL_tritoncts_clock_tree="yes"
export IMPL_die_h_um=121
export IMPL_place_congestion=0.919
export IMPL_ctsRootBufferMaster="clkbuf_16"
export IMPL_edf_count=16
export IMPL_synth_comb_largest_family="adder cells"
export IMPL_clkSinkCount=25
export IMPL_vdd_drop_max_mv=0.0972
export IMPL_clockPowerShare=0.059
export IMPL_cp_common_cell="inv_1"
export IMPL_r2r_start="err[7]"
export IMPL_ys_chip_area_sq_um=4230
export IMPL_grt_first_pass_wirelength_um=16500
export IMPL_cts_root_to_sink_buffers=2
export IMPL_p_per_area_nw_per_um2=270
export IMPL_yosys_area_top_type="ha_1"
export IMPL_antenna_violating_nets_post_route=0
export IMPL_rsz0062_at_grt="no"
export IMPL_hold_violation_total_from_the_final_report=0
export IMPL_muxShareOfSynthArea=0.0855
export IMPL_min_delay_start="y[0]"
export IMPL_drt_first_iter_violations=208
export IMPL_drt_first_pass_iters=7
export IMPL_htreeDepth=1
export IMPL_detail_route_vias_per_cell=4.85
export IMPL_fp_util=0.306
export IMPL_post_cts_resize_count=0
export IMPL_fraction_of_layout_cells_with_a_size_suffix_above_1=0.0504
export IMPL_die_area_sq_um=14600
export IMPL_cts_hold_repair_buffers=0
export IMPL_warnings=39
export IMPL_post_cts_buffers=0
export IMPL_part_of_the_yosys_area_used_for_sequential_elements=0.156
export IMPL_yosys_area_top_type_share=0.228
export IMPL_fill_cells=1368
export IMPL_ys_dominant_reg_cell="edfxtp_1"
export IMPL_post_synth_cell_area_avg_sq_um=8.67
export IMPL_end_kind="flip-flop"
export IMPL_grt_antenna_before_repair=0
export IMPL_cp_slowest_stage_delay_ns=0.56
export IMPL_start_kind="primary input"
export IMPL_layout_worst_path_cycle_share=0.701
export IMPL_path_clk_slew_ns=0.07
export IMPL_endpoint_arrival_time_on_the_critical_path_ns=8.84
export IMPL_syn_area_sq_um=4230
export IMPL_post_synth_num_cell_types=52
export IMPL_grt_start_max_net_pins=47
export IMPL_clock_fmax_ghz=0.115
export IMPL_grt_busiest_layer="met2"
export IMPL_synthArstFlopShare=0
export IMPL_detail_route_wl_per_cell_um=13.9
## worst paths after layout
path / end / slack (ns) / cells past startpoint
worst max-delay path: err[7] / 3.70 / 29
worst min-delay path: y[0] / 0.73 / 1
worst max register to register: err[7] / 8.61 / 16
worst min register to register: y[0] / 0.73 / 1
## metrics by stage
stage	instance area [sq um]	hold WS (ns)	setup slack [ns]	std cells	utilization
floorplan	4230	0.650	4.64	488	-
global placement	4930	0.732	3.70	712	0.356
detailed placement	4930	0.734	3.47	712	0.356
CTS	5010	0.740	3.74	716	0.362
global route	5010	0.778	3.15	716	0.362
finish	5010	0.735	3.70	716	0.362
## cell families (layout without fill, tap and decap cells)
group           count (synthesis)  in the layout
compound gates                128            128
fa+ha+maj                      87             87
simple gates                   80             80
buf+inv                        76            124
xor+xnor                       60             60
mux                            32             32
flops                          25             25
## metal layers
layer,part of all wire,vias up
met5,0,-
met4,0,0
met3,0.043,0
met2,0.45,63
met1,0.51,1592
li1,-,1815
## area by class of cell
class	instances	area (sq um)	area share
timing repair buffer	53	526	0.105
clock inverter	1	7.51	0.00150
tap	180	225	0.0450
clock buffer	3	75.1	0.0150
sequential	25	661	0.132
multi-input combinational	387	3260	0.651
inverter	67	254	0.0507
## critical path, delay by kind of cell
| kind | cells | cell delay, ns |
|---|---|---|
| XOR/XNOR | 2 | 0.29 |
| AND-OR/OR-AND | 10 | 2.05 |
| AND/OR/NAND/NOR | 5 | 1.36 |
| multiplexers | 3 | 0.66 |
| buffers and inverters | 5 | 1.05 |
| adder cells (fa/ha/maj) | 4 | 0.95 |
## flip-flops by register name (all words and copies together), names as in the netlist
name	cells
err	8
state	1
x	8
y	8
## Yosys cell counts (all sizes together) (3+ instances only)
library cell / n
and2: 4
o21ai: 29
xnor2: 44
fa: 9
a21o: 20
dfxtp: 9
mux2i: 20
nand3: 3
o21bai: 11
nand4: 9
a31oi: 4
nand2b: 3
xor2: 15
nor2: 24
a21oi: 42
o211ai: 3
buf: 3
inv: 67
ha: 77
mux2: 12
a221oi: 4
nor3: 4
clkbuf: 6
edfxtp: 16
nor2b: 3
nand2: 27
## power groups by stage
stage     Clock (mW)  Combinational (mW)  Sequential, mW
5_1_grt       0.0862                1.18           0.242
4_1_cts       0.0830                1.04           0.236
6_report      0.0798                1.04           0.235
Power is estimated from default activity; no workload was simulated.
