`/design/flow/constraint.sdc`:
```
current_design quad_seven_seg

set clk_period 3.6
set clk_io_pct 0.2

create_clock -name clk0 -period $clk_period [get_ports {clk}]

set non_clock_inputs [all_inputs -no_clocks]
set_input_delay [expr $clk_period * $clk_io_pct] -clock clk0 $non_clock_inputs
set_output_delay [expr $clk_period * $clk_io_pct] -clock clk0 [all_outputs]
```
`/design/flow/config.mk`:
```
export PLATFORM = sky130hd
export DESIGN_NAME = quad_seven_seg
export DESIGN_NICKNAME = quad_seven_seg
export VERILOG_FILES = /design/flow/design.v
export SDC_FILE = /design/flow/constraint.sdc
export NUM_CORES = 4
export LEC_CHECK = 1
export CORE_AREA = 10 10 100 100
export DIE_AREA = 0 0 110 110
```
`/design/flow/run.sh`:
```
#!/bin/bash
# OpenROAD 26Q1-2900-gdf79404cd8, Yosys 0.63+post, stock flow scripts
make -C /OpenROAD-flow-scripts/flow DESIGN_CONFIG=/design/flow/config.mk WORK_HOME=/design/flow/orfs finish
```
`/design/flow/design.v`:
```
`timescale 1 ns / 1 ps
module quad_seven_seg (
input wire clk,
input wire [3:0] val3,
input wire dot3,
input wire [3:0] val2,
input wire dot2,
input wire [3:0] val1,
input wire dot1,
input wire [3:0] val0,
input wire dot0,
output reg an3,
output reg an2,
output reg an1,
output reg an0,
output reg ca,
output reg cb,
output reg cc,
output reg cd,
output reg ce,
output reg cf,
output reg cg,
output reg dp
);
wire en;
reg [3:0] val;
reg dot;
reg [10:0] big_ctr = 0;
reg [1:0] step = 0;
assign en = (big_ctr == 0);
always @(posedge clk)
begin
    if (en) step <= step + 1;
end
always @(posedge clk)
begin
    big_ctr <= big_ctr + 1;
end
always @*
begin
    {an3, an2, an1, an0} = ~(4'b0001 << step);
end
always @*
begin
    case (step)
        0: begin
            val = val0;
            dot = dot0;
           end
        1: begin
            val = val1;
            dot = dot1;
           end
        2: begin
            val = val2;
            dot = dot2;
           end
        3: begin
            val = val3;
            dot = dot3;
           end
    endcase
end
always @*
begin
    case (val)
        4'h0: {cg, cf, ce, cd, cc, cb, ca} = 7'b1000000;
        4'h1: {cg, cf, ce, cd, cc, cb, ca} = 7'b1111001;
        4'h2: {cg, cf, ce, cd, cc, cb, ca} = 7'b0100100;
        4'h3: {cg, cf, ce, cd, cc, cb, ca} = 7'b0110000;
        4'h4: {cg, cf, ce, cd, cc, cb, ca} = 7'b0011001;
        4'h5: {cg, cf, ce, cd, cc, cb, ca} = 7'b0010010;
        4'h6: {cg, cf, ce, cd, cc, cb, ca} = 7'b0000010;
        4'h7: {cg, cf, ce, cd, cc, cb, ca} = 7'b1111000;
        4'h8: {cg, cf, ce, cd, cc, cb, ca} = 7'b0000000;
        4'h9: {cg, cf, ce, cd, cc, cb, ca} = 7'b0011000;
        4'hA: {cg, cf, ce, cd, cc, cb, ca} = 7'b0001000;
        4'hB: {cg, cf, ce, cd, cc, cb, ca} = 7'b0000011;
        4'hC: {cg, cf, ce, cd, cc, cb, ca} = 7'b1000110;
        4'hD: {cg, cf, ce, cd, cc, cb, ca} = 7'b0100001;
        4'hE: {cg, cf, ce, cd, cc, cb, ca} = 7'b0000110;
        4'hF: {cg, cf, ce, cd, cc, cb, ca} = 7'b0001110;
        default: {cg, cf, ce, cd, cc, cb, ca} = 7'b1111111;
    endcase
end
always @*
begin
    if (dot) dp = 1'b0;
    else dp = 1'b1;
end
endmodule
```
==> impl_metrics.py <==
# Synthesis and PnR figures
metrics = {
    "floorplanning": {
        "core_um2": 7810,
        "dieArea_um2": 12100,
        "ios": 33,
        "die_x_um": 110,
        "placementRows": 32,
        "die_y_um": 110,
        "initial_core_util": 0.121,
    },
    "global_route": {
        "gr-usage-all-layers": 0.0392,
        "top_usage_layer": "met2",
        "gr-total-overflow": 0,
        "gr-usage-met3": 0.0147,
        "grt_pass1_wl_mm": 3.93,
        "first_global_vias": 805,
        "antenna_found_initial": 0,
        "grtUsageMet1": 0.0513,
        "grt_max_degree": 11,
        "gr-usage-met2": 0.0631,
    },
    "route": {
        "wire_per_inst_um": 9.98,
        "drt-pass1-iter-count": 4,
        "ant_nets": 0,
        "routed_wl_mm": 2.42,
        "viasPerCell": 3.49,
        "remaining_drc_errors": 0,
        "drtIter0Drc": 60,
        "vias": 848,
        "insertedDiodeCount": 0,
    },
    "final_timing": {
        "rsz0062_at_grt": "false",
        "max_slew.worst_pin.slew_ns": 0.446,
        "tns_ns": 0,
        "max_freq_mhz": 290,
        "finalCritPeriodShare": 0.958,
        "period_minus_slack_ns": 3.45,
        "slew_headroom": 0.700,
        "finClkSkew_ns": 0.000288,
        "setup_violations": 0,
        "maxSlewViolCount": 0,
        "final_hold_viol_count": 0,
    },
    "pwr": {
        "p_per_area_nw_per_um2": 210,
        "p_total_mw": 0.322,
        "vdd_drop_max_uv": 142,
        "power.leakage_nw": 0.646,
    },
    "clock_tree": {
        "cts_buffers": 3,
        "path_clk_slew_ns": 0.05,
        "cts_max_path_buffers": 2,
        "htree_levels": 1,
        "cts_tree": "built",
        "clkSinkCount": 13,
        "cts_hold_buf": 0,
        "clk_latency_ns": 0.23,
        "root_buffer": "clkbuf_8",
    },
    "setup_path": {
        "crit_arrival_ns": 2.73,
        "cp-end-kind": "output pin",
        "crit_fanout": 6,
        "worst_setup_path_start_kind": "primary input",
        "path_class": "primary input to output pin",
        "worstPathRequired_ns": 2.88,
    },
    "yosys": {
        "yosys.stat.seqShare": 0.296,
        "synthArstFlopShare": 0,
        "ys_warn_count": 1,
        "synth_area_um2": 946,
        "flop_cell": "dfxtp_1",
        "syn-instance-count": 100,
        "yosysChipArea_um2": 946,
        "yosys-stat-cells": 100,
        "ys_ff": 13,
        "synth.distinct_cells": 34,
        "edf_count": 2,
        "avgSynthCellArea_um2": 9.46,
    },
    "finish": {
        "drive_gt1_frac": 0.191,
        "syn2layout_area_growth_pct": 61.8,
    },
    "status": {
        "status": "finished clean",
    },
    "run": {
        "warning_count": 35,
        "drv_cap": 0,
    },
    "placement": {
        "port_buffers": 32,
        "routabilityCongestion": 0.811,
        "detailed_place_hpwl_mm": 2.03,
    },
    "min_path": {
        "hp-class": "register to register",
    },
}
-- routing by layer --
layer | part of all wire | up-vias
li1 | - | 435
met1 | 0.44 | 383
met2 | 0.42 | 28
met3 | 0.13 | 2
met4 | 0.0078 | 0
met5 | 0 | -
-- flip-flops by register name, indices dropped and copies added, names as in the netlist --
signal   flops
step         2
big_ctr     11
-- final timing paths --
check	startpoint	end	slack, ns	cells after the start
worst max register to register	big_ctr[0]	step[0]	1.76	4
worst min-delay path	big_ctr[0]	big_ctr[0]	0.44	1
worst min register to register	big_ctr[0]	big_ctr[0]	0.44	1
worst max-delay path	val3[2]	cc	0.15	6
-- placed cells by master (no fill, tap or decap), drive strengths merged, types with 2 or more instances in the layout --
cell / n
ha: 13
dfxtp: 11
clkdlybuf4s50: 27
nand3: 3
a21oi: 3
xnor2: 7
nor2: 4
mux2i: 6
a222oi: 5
clkbuf: 4
inv: 14
nor2b: 2
o22ai: 3
edfxtp: 2
xor2: 3
nand2: 6
and3: 3
dlymetal6s2s: 5
buf: 6
-- report_power, final --
group	leakage (nW)	internal [mW]	switching, mW
Combinational	0.511	0.0367	0.0145
Clock	0.0228	0.0777	0.0458
Sequential	0.112	0.147	0
Total	0.646	0.262	0.0603
-- logic make-up after synthesis --
| kind of cell | synth area share |
|---|---|
| adders and majority gates | 0.172 |
| AOI/OAI and AO/OA | 0.151 |
| DFF | 0.296 |
| buffers and inverters | 0.0675 |
| and+or+nand+nor | 0.138 |
| xor gates and xnor gates | 0.0926 |
| muxes | 0.0833 |
-- cell type report --
type	count	area, µm²
inverters	14	52.6
multi-input cells	72	647
clock buffers	4	45.0
repair buffers	38	378
well taps	102	128
fillers	846	6280
flip-flops and latches	13	280
-- synth_stat cells, types with 2 or more instances --
library cell	instances	area [µm²]
xor2_1	3	26.3
mux2i_1	5	50.1
edfxtp_1	2	60.1
ha_1	13	163
a21oi_1	3	15.0
a222oi_1	5	50.1
and3_1	2	12.5
inv_1	13	48.8
nor2_1	3	11.3
xnor2_1	7	61.3
dfxtp_1	11	220
o22ai_1	3	18.8
nor2b_1	2	12.5
nand3_1	3	15.0
nand2_1	6	22.5
-- through the flow --
stage | setup slack [ns] | hold WS [ns] | cell area (µm²) | cells | util
5_1_grt | 0.0212 | 0.469 | 1530 | 243 | 0.196
4_1_cts | 0.0113 | 0.443 | 1490 | 243 | 0.191
3_3_place_gp | -0.0383 | 0.419 | 1420 | 238 | 0.182
6_report | 0.150 | 0.443 | 1530 | 243 | 0.196
3_5_place_dp | -0.000814 | 0.427 | 1420 | 238 | 0.182
2_1_floorplan | 0.944 | 0.407 | 946 | 100 | -
-- critical path, stage by stage --
cell             delay, ns
clkdlybuf4s50_1       0.40
a222oi_1              0.44
mux2i_2               0.21
or2_1                 0.30
o22ai_1               0.17
clkdlybuf4s50_1       0.49
-- timing repair --
item | in CTS | in global routing
setup endpoints to repair | 3 | 6
pin swaps | 3 | 8
gates cloned | 0 | 0
gates resized | 3 | 14
setup buffers | 1 | 0
No activity file was given, so power comes from the tool's default toggle rates.
